### ./run.sh
#!/bin/bash
# OpenROAD 26Q1-2900-gdf79404cd8, Yosys 0.63+post, stock flow scripts
make -C /OpenROAD-flow-scripts/flow DESIGN_CONFIG=/design/flow/config.mk WORK_HOME=/design/flow/orfs finish
### ./config.mk
export PLATFORM = sky130hd
export DESIGN_NAME = hamming_decoder_7_4
export DESIGN_NICKNAME = hamming_decoder_7_4
export VERILOG_FILES = /design/flow/design.v
export SDC_FILE = /design/flow/constraint.sdc
export NUM_CORES = 4
export LEC_CHECK = 1
export CORE_AREA = 10 10 70 70
export DIE_AREA = 0 0 80 80
### ./constraint.sdc
current_design hamming_decoder_7_4

set clk_period 3.3
set clk_io_pct 0.2

create_clock -name clk0 -period $clk_period

set non_clock_inputs [all_inputs -no_clocks]
set_input_delay [expr $clk_period * $clk_io_pct] -clock clk0 $non_clock_inputs
set_output_delay [expr $clk_period * $clk_io_pct] -clock clk0 [all_outputs]
### ./design.v
module hamming_decoder_7_4 (
    input  logic [6:0] codeword_in,
    output logic [3:0] data_out,
    output logic       error_detected,
    output logic       error_corrected,
    output logic [6:0] corrected_codeword,
    output logic [2:0] syndrome
);
    always_comb begin
        data_out = {codeword_in[6], codeword_in[5], codeword_in[4], codeword_in[2]};
        error_detected = 0;
        error_corrected = 0;
        corrected_codeword = codeword_in;
        syndrome[0] = codeword_in[0] ^ codeword_in[2] ^ codeword_in[4] ^ codeword_in[6];
        syndrome[1] = codeword_in[1] ^ codeword_in[2] ^ codeword_in[5] ^ codeword_in[6];
        syndrome[2] = codeword_in[3] ^ codeword_in[4] ^ codeword_in[5] ^ codeword_in[6];
        if (syndrome != 3'b000) begin
            error_detected = 1;
            if (syndrome >= 1 && syndrome <= 7) begin
                logic [6:0] trial;
                trial = codeword_in;
                trial[syndrome - 1] ^= 1'b1;   
                corrected_codeword = trial;
                data_out = {trial[6], trial[5], trial[4], trial[2]};
                error_corrected = 1;
            end
        end
    end
endmodule
==> flow_metrics.tcl <==
# place-and-route summary
set metrics [dict create \
    status "finished, violations left" \
    violations "negative setup slack" \
    grt_pass1_vias 796 \
    gr-usage-all-layers_pct 7.292 \
    yosysTopAreaCell "ha_1" \
    hold_buffers 0 \
    netlist.area_leader.share_pct 11.36 \
    rows 21 \
    synth_area_per_cell_um2 10.01 \
    drt_iter0_markers 43 \
    detailed_place_hpwl_um 1798 \
    period_needed_ns 3.394 \
    grt_overflow 0 \
    synth_cell_types 41 \
    max_slew.worst_pin.slew_ns 0.3256 \
    worst_hold_startpoint "codeword_in[2]" \
    syn_inst 77 \
    cp-start-kind "input pin" \
    grt_pass1_wl_um 3967 \
    power.density_mw_per_mm2 414.0 \
    dieArea_mm2 0.006400 \
    vias 752 \
    n_antenna_cell 0 \
    yosys_area_um2 770.7 \
    area_delta_synth_final_pct 90.26 \
    slew_viol_final 0 \
    drive_gt1_share_pct 72.93 \
    wl_um 2233 \
    cp.arrival_ns 2.73 \
    firstDrtPassIters 4 \
    synth_warnings 1 \
    min_to "data_out[0]" \
    ys_cells 77 \
    port_buffers 23 \
    use_met1_pct 10.92 \
    cap_viol_max_count 0 \
    hold_viol_final 0 \
    fin_ws_ns -0.09404 \
    nFlopsAndLatches 0 \
    peakVddDrop_mv 0.1204 \
    synth.cell_area_um2 770.7 \
    fin_util_pct 42.93 \
    grt.met2_usage_pct 11.48 \
    die_width_um 80 \
    finalSetupViolCount 9 \
    grt_max_degree 9 \
    antenna_found_initial 0 \
    worstHoldPathCells 3 \
    crit_type "input pin to primary output" \
    io_pins 23 \
    antenna_left 0 \
    log.warning_count 40 \
    ys_seq_share_pct 0 \
    core_area_mm2 0.003416 \
    busiest_layer "met2" \
    max-slew-margin-rel_pct 78.29 \
    leakage_nw 0.6500 \
    fin_crit_sh_pct 102.8 \
    initCoreUtil_pct 22.56 \
    post_dp_cell_area_mm2 0.001299 \
    hold_path.class "input pin to primary output" \
    gr-usage-met3_pct 0.9091 \
    cp.required_ns 2.64 \
    wl_per_cell_um 12.47 \
    viasPerCell 4.201 \
    final-seq-area_um2 0 \
    clkbuf_count 0 \
    drc 0 \
    crit_path_end_kind "primary output" \
    die_h_um 80 \
    fin_hold_ws_ns 1.649 \
    rsz0062_at_grt "yes" \
    synthTopCellsByArea "ha_1, xnor2_4, mux2_1, xnor2_2, a211oi_4" \
    place.gp.congestion 0.8467 \
    fmax_mhz 294.6 \
    final_area_mm2 0.001466 \
    critPathMaxFanout 8 \
]
[cell families (layout without fill, tap and decap cells)]
| kind of cell | Yosys count | in the layout | share of synthesized area (%) |
|---|---|---|---|
| AOI/OAI and AO/OA | 15 | 15 | 18.51 |
| xor gates and xnor gates | 9 | 9 | 24.84 |
| adders and majority gates | 7 | 7 | 11.36 |
| buffers and inverters | 12 | 68 | 11.04 |
| muxes | 8 | 8 | 11.36 |
| and+or+nand+nor | 26 | 26 | 22.89 |
[cell usage after synthesis, types with 2 or more instances]
cell type / instances
xnor2_4: 3
nor4bb_1: 2
xnor2_2: 3
nand3_1: 4
inv_1: 3
nand2_1: 5
a211oi_4: 2
and4b_1: 2
buf_4: 5
o21ai_1: 2
ha_1: 7
nor2_1: 2
a21oi_1: 2
mux2_1: 6
mux2i_1: 2
and2b_2: 2
[area by class of cell]
cell class / count / area [um2]
multi-input cells: 65 / 863.3
inverters: 4 / 17.52
fillers: 323 / 1949
repair buffers: 64 / 528.0
well taps: 46 / 57.56
[critical path, stage by stage]
cell and delay (ns):
buf_8 0.11, xnor2_4 0.14, buf_6 0.13, xnor2_4 0.18, inv_2 0.08, ha_4 0.34, buf_6 0.11, nand4b_1 0.08
a21o_2 0.21, nand4_4 0.10, o22ai_4 0.09, buf_6 0.13, mux2_4 0.26, buf_2 0.11
[where the power goes]
group	total, mW	leakage, nW	internal, mW	switching [mW]
Sequential	0	0	0	0
Combinational	0.607	0.650	0.357	0.250
Clock	0	0	0	0
Total	0.607	0.650	0.357	0.250
[what timing repair did]
item,CTS,global route
pin swaps,21,8
setup endpoints to repair,13,11
setup buffers,8,1
resized,97,3
[layer usage]
| layer | up-vias | wire length [um] |
|---|---|---|
| li1 | 397 | - |
| met1 | 343 | 1072 |
| met2 | 12 | 1057 |
| met3 | 0 | 102 |
| met4 | 0 | 0 |
| met5 | - | 0 |
[cells in the final DEF, fill, tap and decap left out, types with 3 or more instances in the layout]
master	Yosys	layout
buf_2	0	13
buf_4	5	31
buf_6	1	12
clkdlybuf4s50_1	0	4
ha_1	7	4
ha_4	0	3
mux2_4	0	6
nand2_1	5	5
nand3_1	4	4
o21ai_1	2	3
xnor2_4	3	7
[how the worst max path moves through the flow]
stage                      endpoint  depth (start not counted)      startpoint
CTS           corrected_codeword[3]                         14  codeword_in[6]
global route  corrected_codeword[4]                         14  codeword_in[6]
finish        corrected_codeword[4]                         14  codeword_in[6]
[stage by stage]
step                      total power, mW  setup TNS [ns]  std cells  worst slack (ns)
after detailed placement           0.4960          -11.46        171           -0.9653
after floorplan                    0.2909         -0.1809         77          -0.06031
final                              0.6071         -0.7267        179          -0.09404
after global placement             0.4940          -11.36        171           -0.9572
after global routing               0.6540          -1.872        179           -0.2047
after CTS                          0.5925          -1.076        178           -0.1352
Power figures rest on the tool's default switching activity, not on a simulated workload.
